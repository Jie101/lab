$ cat design/flow/constraint.sdc
current_design smv16b

set clk_period 20.6
set clk_io_pct 0.2

create_clock -name clk0 -period $clk_period [get_ports {clk}]

set non_clock_inputs [all_inputs -no_clocks]
set_input_delay [expr $clk_period * $clk_io_pct] -clock clk0 $non_clock_inputs
set_output_delay [expr $clk_period * $clk_io_pct] -clock clk0 [all_outputs]
$ cat design/flow/run.sh
#!/bin/bash
# OpenROAD 26Q1-2900-gdf79404cd8, Yosys 0.63+post, stock flow scripts
make -C /OpenROAD-flow-scripts/flow DESIGN_CONFIG=/design/flow/config.mk WORK_HOME=/design/flow/orfs finish
$ cat design/flow/config.mk
export PLATFORM = sky130hd
export DESIGN_NAME = smv16b
export DESIGN_NICKNAME = smv16b
export VERILOG_FILES = /design/flow/design.v
export SDC_FILE = /design/flow/constraint.sdc
export NUM_CORES = 4
export LEC_CHECK = 1
export CORE_UTILIZATION = 30
$ cat design/flow/design.v
module adder32b(
	output	[31:0]	s,
	output	co,  
	input	[31:0]	a,
	input	[31:0]	b,
	input	ci	 
);
	wire [31:0] carry;
	assign co = carry[31];
		full_adder g0(
			.a(a[0]),
			.b(b[0]),
			.s(s[0]),
			.ci(ci),
			.co(carry[0])
		);
		full_adder g1(
			.a(a[1]),
			.b(b[1]),
			.s(s[1]),
			.ci(carry[0]),
			.co(carry[1])
		);
		full_adder g2(
			.a(a[2]),
			.b(b[2]),
			.s(s[2]),
			.ci(carry[1]),
			.co(carry[2])
		);
		full_adder g3(
			.a(a[3]),
			.b(b[3]),
			.s(s[3]),
			.ci(carry[2]),
			.co(carry[3])
		);
		full_adder g4(
			.a(a[4]),
			.b(b[4]),
			.s(s[4]),
			.ci(carry[3]),
			.co(carry[4])
		);
		full_adder g5(
			.a(a[5]),
			.b(b[5]),
			.s(s[5]),
			.ci(carry[4]),
			.co(carry[5])
		);
		full_adder g6(
			.a(a[6]),
			.b(b[6]),
			.s(s[6]),
			.ci(carry[5]),
			.co(carry[6])
		);
		full_adder g7(
			.a(a[7]),
			.b(b[7]),
			.s(s[7]),
			.ci(carry[6]),
			.co(carry[7])
		);
		full_adder g8(
			.a(a[8]),
			.b(b[8]),
			.s(s[8]),
			.ci(carry[7]),
			.co(carry[8])
		);
		full_adder g9(
			.a(a[9]),
			.b(b[9]),
			.s(s[9]),
			.ci(carry[8]),
			.co(carry[9])
		);
		full_adder g10(
			.a(a[10]),
			.b(b[10]),
			.s(s[10]),
			.ci(carry[9]),
			.co(carry[10])
		);
		full_adder g11(
			.a(a[11]),
			.b(b[11]),
			.s(s[11]),
			.ci(carry[10]),
			.co(carry[11])
		);
		full_adder g12(
			.a(a[12]),
			.b(b[12]),
			.s(s[12]),
			.ci(carry[11]),
			.co(carry[12])
		);
		full_adder g13(
			.a(a[13]),
			.b(b[13]),
			.s(s[13]),
			.ci(carry[12]),
			.co(carry[13])
		);
		full_adder g14(
			.a(a[14]),
			.b(b[14]),
			.s(s[14]),
			.ci(carry[13]),
			.co(carry[14])
		);
		full_adder g15(
			.a(a[15]),
			.b(b[15]),
			.s(s[15]),
			.ci(carry[14]),
			.co(carry[15])
		);
		full_adder g16(
			.a(a[16]),
			.b(b[16]),
			.s(s[16]),
			.ci(carry[15]),
			.co(carry[16])
		);
		full_adder g17(
			.a(a[17]),
			.b(b[17]),
			.s(s[17]),
			.ci(carry[16]),
			.co(carry[17])
		);
		full_adder g18(
			.a(a[18]),
			.b(b[18]),
			.s(s[18]),
			.ci(carry[17]),
			.co(carry[18])
		);
		full_adder g19(
			.a(a[19]),
			.b(b[19]),
			.s(s[19]),
			.ci(carry[18]),
			.co(carry[19])
		);
		full_adder g20(
			.a(a[20]),
			.b(b[20]),
			.s(s[20]),
			.ci(carry[19]),
			.co(carry[20])
		);
		full_adder g21(
			.a(a[21]),
			.b(b[21]),
			.s(s[21]),
			.ci(carry[20]),
			.co(carry[21])
		);
		full_adder g22(
			.a(a[22]),
			.b(b[22]),
			.s(s[22]),
			.ci(carry[21]),
			.co(carry[22])
		);
		full_adder g23(
			.a(a[23]),
			.b(b[23]),
			.s(s[23]),
			.ci(carry[22]),
			.co(carry[23])
		);
		full_adder g24(
			.a(a[24]),
			.b(b[24]),
			.s(s[24]),
			.ci(carry[23]),
			.co(carry[24])
		);
		full_adder g25(
			.a(a[25]),
			.b(b[25]),
			.s(s[25]),
			.ci(carry[24]),
			.co(carry[25])
		);
		full_adder g26(
			.a(a[26]),
			.b(b[26]),
			.s(s[26]),
			.ci(carry[25]),
			.co(carry[26])
		);
		full_adder g27(
			.a(a[27]),
			.b(b[27]),
			.s(s[27]),
			.ci(carry[26]),
			.co(carry[27])
		);
		full_adder g28(
			.a(a[28]),
			.b(b[28]),
			.s(s[28]),
			.ci(carry[27]),
			.co(carry[28])
		);
		full_adder g29(
			.a(a[29]),
			.b(b[29]),
			.s(s[29]),
			.ci(carry[28]),
			.co(carry[29])
		);
		full_adder g30(
			.a(a[30]),
			.b(b[30]),
			.s(s[30]),
			.ci(carry[29]),
			.co(carry[30])
		);
		full_adder g31(
			.a(a[31]),
			.b(b[31]),
			.s(s[31]),
			.ci(carry[30]),
			.co(carry[31])
		);
endmodule
module full_adder(
	output	s,
	output	co,  
	input	a,
	input	b,
	input	ci	 
);
	wire x;
	wire y;
	wire z;
	assign x = a ^ b;
	assign s = x ^ ci;
	assign y = x & ci;
	assign z = a & b;
	assign co = y | z;
endmodule
module smv16b(
	output	[15:0]	dout_inst,
	output	reg [15:0]	dout_avg,
	input 	[15:0]	din,
	input 	run,
	input	sysrst,		
	input	clk	
);
	reg[2:0] state;
	parameter s0	=3'b000;
	parameter s1	=3'b001;
	parameter s2	=3'b010;
	parameter s3	=3'b011;
	parameter s4	=3'b100;
	parameter s5	=3'b101;	
	reg [15:0] p,p0,p1,p2,p3,p4,p5,p6,p7,p8,p9,p10,p11,p12,p13,p14,p15;
	reg [3:0] cnt;
	reg [4:0] delay;
	reg  [31:0] r_sum_i, r_sum_r, r_sum_o;	
	wire [31:0] sum_i,sum_r, sum_o;
	wire [2:0] co;
	always@(posedge clk) begin
		if(~sysrst) begin
			state <=s0;
			cnt <=0;
			delay<=0;
		end else begin
			case (state) 
				s0 :	 
						begin
							cnt <=0;
							delay<=0;
							if(~sysrst) begin
								state <=s0;
							end else begin
								state <=s1;
							end
						end
				s1:		 
						begin
							if(run) begin
								state <=s2;  
							end else begin
								state <=s0;
							end						
						end
				s2:		 
						begin
							cnt <=0;
							state <= s3;
						end
				s3:		 
						begin
								state <= s4;
						end
				s4:		 
						begin
							if(cnt < 4'd15) begin
								cnt <= cnt +1;
								delay <=0;
								state <= s3;
							end else begin
								state <= s5;	
							end
						end
				s5:		 
						begin
								state <= s1;
						end
				default :	begin
							end
			endcase
		end
	end
	assign  dout_inst = p15;
	always@(posedge clk) begin
		if(~sysrst) begin
				p15	<=0;
				p14 <=0;
				p13 <=0;
				p12 <=0;
				p11 <=0;
				p10 <=0;
				p9 	<=0;
				p8 	<=0;
				p7 	<=0;
				p6 	<=0;
				p5  <=0;
				p4  <=0;
				p3  <=0;
				p2  <=0;
				p1  <=0;
				p0  <=0;	
				r_sum_i	<=0;	
				r_sum_r	<=0;	
				r_sum_o	<=0;				
		end else begin
			case (state) 
				s0:	begin
					end
				s1: begin
					end
				s2:	begin
						p0	<= din;
						p1	<=p0;
						p2	<=p1;			
						p3	<=p2;
						p4	<=p3;		
						p5	<=p4;
						p6	<=p5;		
						p7	<=p6;
						p8	<=p7;		
						p9	<=p8;
						p10	<=p9;		
						p11	<=p10;
						p12	<=p11;		
						p13	<=p12;
						p14	<=p13;		
						p15	<=p14;					
					end
				s3:	begin				
					end
				s4:	begin
						r_sum_i <= sum_i;
						r_sum_r <= sum_r;				
					end
				s5: begin
						r_sum_i <= 0;
						r_sum_r <= 0;
						dout_avg <= sum_o[15:0];
					end
				default:	begin
							end
			endcase
		end
	end
	always@(*) begin
		case (cnt)
			4'd0:	p =p0;
			4'd1:	p =p1;
			4'd2:	p =p2;
			4'd3:	p =p3;
			4'd4:	p =p4;
			4'd5:	p =p5;						
			4'd6:	p =p6;
			4'd7:	p =p7;
			4'd8:	p =p8;
			4'd9:	p =p9;
			4'd10:	p =p10;
			4'd11:	p =p11;
			4'd12:	p =p12;
			4'd13:	p =p13;
			4'd14:	p =p14;
			4'd15:	p =p15;		
		endcase
	end
	adder32b ADDER_I(
		.s(sum_i),
		.co(co[0]),
		.a( {20'b0000_0000_0000_0000_0000,p[15:4]} ),
		.b(r_sum_i),
		.ci(1'b0)
	);
	adder32b ADDER_R(
		.s(sum_r),
		.co(co[1]),
		.a( {28'b0000_0000_0000_0000_0000_0000_0000, p[3:0]} ),
		.b(r_sum_r),
		.ci(1'b0)						
	);	
	adder32b ADDER_O(
		.s(sum_o),
		.co(co[2]),
		.a(r_sum_i),
		.b( {4'b000,r_sum_r[31:4]} ),
		.ci(1'b0)						
	);		
endmodule
==> metrics.txt <==
# HELP chip_impl_metric Synthesis and place-and-route metrics
# TYPE chip_impl_metric gauge
chip_impl_metric{name="first_global_vias",unit=""} 9467
chip_impl_metric{name="period_needed",unit="ns"} 8.19
chip_impl_info{name="holdCritPathClass",value="reg -> reg"} 1
chip_impl_metric{name="drt_wl_cell",unit="um"} 16.3
chip_impl_metric{name="flow.area_growth_from_synthesis",unit="%"} 14.1
chip_impl_metric{name="synth_warnings",unit=""} 1
chip_impl_metric{name="hold_viol",unit=""} 0
chip_impl_info{name="final_layout_top_logic_cells",value="sky130_fd_sc_hd__mux2i_1 (298), sky130_fd_sc_hd__dfxtp_1 (298), sky130_fd_sc_hd__nor2b_1 (262), sky130_fd_sc_hd__nor2_1 (53), sky130_fd_sc_hd__clkdlybuf4s50_1 (49)"} 1
chip_impl_metric{name="p_leak",unit="nW"} 5.30
chip_impl_metric{name="skew",unit="ns"} 0.0170
chip_impl_metric{name="floorplan.core_area",unit="sq um"} 47800
chip_impl_metric{name="ctsHtreeMaxLevel",unit=""} 2
chip_impl_metric{name="finalCritPeriodShare",unit="%"} 39.8
chip_impl_metric{name="tightest_slew",unit="ns"} 0.920
chip_impl_metric{name="largest_register_ffs",unit=""} 20
chip_impl_metric{name="number_of_drc_violations_after_detailed_routing",unit=""} 0
chip_impl_metric{name="place_area",unit="sq um"} 15500
chip_impl_metric{name="route.final.wire_length",unit="um"} 32700
chip_impl_info{name="grt_setup_unrepaired",value="false"} 1
chip_impl_metric{name="antenna_cells",unit=""} 0
chip_impl_metric{name="report.final.slew_viol_count",unit=""} 0
chip_impl_metric{name="seqCellArea",unit="sq um"} 6540
chip_impl_metric{name="total_half_perimeter_wirelength_after_legalization_and_detailed_placement",unit="um"} 20300
chip_impl_metric{name="cp.required",unit="ns"} 20.98
chip_impl_info{name="regMostFlops",value="r_sum_r"} 1
chip_impl_metric{name="powerDensity",unit="nW/um^2"} 76.4
chip_impl_info{name="end_kind",value="flip-flop"} 1
chip_impl_metric{name="critical_path_peak_fanout",unit=""} 45
chip_impl_info{name="ys.flop_type",value="sky130_fd_sc_hd__dfxtp_1"} 1
chip_impl_metric{name="number_of_buffers_inserted_for_hold_repair_after_clock_tree_synthesis",unit=""} 0
chip_impl_metric{name="worst-endpoint-arrival",unit="ns"} 8.57
chip_impl_metric{name="gp_congestion",unit=""} 0.834
chip_impl_info{name="path_class",value="reg -> reg"} 1
chip_impl_metric{name="worstHoldPathCells",unit=""} 1
chip_impl_metric{name="syn_area",unit="sq um"} 14600
chip_impl_metric{name="initial_utilization",unit="%"} 30.5
chip_impl_metric{name="drive_gt1_share",unit="%"} 5.89
chip_impl_info{name="ctsRootBufferMaster",value="sky130_fd_sc_hd__clkbuf_16"} 1
chip_impl_metric{name="drtIter0Drc",unit=""} 580
chip_impl_metric{name="cts.sinks",unit=""} 318
chip_impl_metric{name="die_width",unit="um"} 223
chip_impl_metric{name="final_antenna_net_count",unit=""} 0
chip_impl_metric{name="synth-seq-cells",unit=""} 318
chip_impl_metric{name="first_pass_grt_wire_length",unit="um"} 53100
chip_impl_metric{name="final-instance-count-excl-fill",unit=""} 2008
chip_impl_metric{name="ir_drop",unit="V"} 0.0000532
chip_impl_metric{name="globalRoute.totalOverflow",unit=""} 0
chip_impl_info{name="result_of_the_run",value="completed"} 1
chip_impl_metric{name="die-height",unit="um"} 223
chip_impl_metric{name="ios",unit=""} 51
chip_impl_metric{name="ys_cells",unit=""} 1376
chip_impl_metric{name="cts.path.max_buffers",unit=""} 3
chip_impl_metric{name="clock.fmax",unit="MHz"} 122
chip_impl_metric{name="stage_log_warnings",unit=""} 32
chip_impl_metric{name="dp_cells",unit=""} 1945
chip_impl_metric{name="antenna_violations_before_repair",unit=""} 0
chip_impl_metric{name="post_drt_via_cell_ratio",unit=""} 4.80
chip_impl_metric{name="multi_input_comb_area",unit="sq um"} 7540
chip_impl_metric{name="track_usage",unit="%"} 13.6
chip_impl_metric{name="firstDrtPassIters",unit=""} 6
chip_impl_metric{name="maximum_number_of_pins_on_one_net_before_global_route_repair",unit=""} 110
chip_impl_metric{name="fin_setup_tns",unit="ns"} 0
chip_impl_metric{name="synth.avg_cell_area",unit="sq um"} 10.6
chip_impl_metric{name="maxCapViolations",unit=""} 0
chip_impl_metric{name="worst-r2r-cell-count",unit=""} 25
chip_impl_metric{name="synthesis.instances",unit=""} 1376
chip_impl_metric{name="cts_buffers",unit=""} 36
chip_impl_metric{name="setup_viol_count_final",unit=""} 0
chip_impl_info{name="clock_tree_from_tritoncts",value="done"} 1
chip_impl_metric{name="final_design_area_no_fill",unit="sq um"} 16700
chip_impl_metric{name="synth.yosys.chip_area",unit="sq um"} 14600
chip_impl_metric{name="number_of_enable_flip_flop_cells",unit=""} 16
chip_impl_metric{name="worst_setup_hold_path_clk_slew",unit="ns"} 0.06
chip_impl_metric{name="synth_async_sr_flop_share",unit="%"} 0
chip_impl_metric{name="clk-insertion-delay-late",unit="ns"} 0.52
chip_impl_metric{name="headroom_to_the_max_slew_limit",unit="%"} 38.7
chip_impl_metric{name="post_cts_buffers",unit=""} 0
chip_impl_info{name="critPathLaunchType",value="flip-flop"} 1
chip_impl_metric{name="n_fill_cell",unit=""} 4645
chip_impl_metric{name="post-layout-total-power",unit="mW"} 1.27
chip_impl_metric{name="synth_cell_type_count",unit=""} 54
chip_impl_metric{name="via_count_of_the_routed_design",unit=""} 9635
chip_impl_metric{name="synth.yosys.seq_area_share",unit="%"} 44.7
chip_impl_metric{name="die-area",unit="sq um"} 49600
chip_impl_metric{name="floorplan.rows",unit=""} 80
chip_impl_metric{name="cts-resized-gates",unit=""} 0
chip_impl_metric{name="post-route-util",unit="%"} 34.8
chip_impl_metric{name="numPortBuffers",unit=""} 50
==> cells in the mapped netlist, types with 2 or more instances <==
cell type / number / area (sq um)
sky130_fd_sc_hd__o32ai_1: 4 / 35.0
sky130_fd_sc_hd__edfxtp_1: 16 / 480
sky130_fd_sc_hd__o221ai_1: 3 / 26.3
sky130_fd_sc_hd__o31ai_1: 2 / 15.0
sky130_fd_sc_hd__buf_2: 61 / 305
sky130_fd_sc_hd__a22oi_1: 32 / 240
sky130_fd_sc_hd__a211oi_1: 5 / 37.5
sky130_fd_sc_hd__a311oi_1: 4 / 35.0
sky130_fd_sc_hd__nor2b_1: 262 / 1640
sky130_fd_sc_hd__fa_1: 28 / 561
sky130_fd_sc_hd__a21oi_1: 33 / 165
sky130_fd_sc_hd__nand2_1: 38 / 143
sky130_fd_sc_hd__and3_1: 3 / 18.8
sky130_fd_sc_hd__xor2_1: 2 / 17.5
sky130_fd_sc_hd__inv_1: 11 / 41.3
sky130_fd_sc_hd__a31oi_1: 8 / 50.1
sky130_fd_sc_hd__ha_1: 25 / 313
sky130_fd_sc_hd__mux4_2: 3 / 67.6
sky130_fd_sc_hd__mux2i_1: 298 / 2980
sky130_fd_sc_hd__dfxtp_1: 302 / 6050
sky130_fd_sc_hd__and2_1: 4 / 25.0
sky130_fd_sc_hd__a22o_1: 7 / 61.3
sky130_fd_sc_hd__xnor2_1: 2 / 17.5
sky130_fd_sc_hd__nand2b_1: 6 / 37.5
sky130_fd_sc_hd__nor2_1: 53 / 199
sky130_fd_sc_hd__o211ai_1: 6 / 45.0
sky130_fd_sc_hd__o32a_1: 2 / 20.0
sky130_fd_sc_hd__a21boi_0: 2 / 15.0
sky130_fd_sc_hd__nand3_1: 26 / 130
sky130_fd_sc_hd__buf_1: 2 / 7.51
sky130_fd_sc_hd__mux2_2: 2 / 22.5
sky130_fd_sc_hd__a222oi_1: 21 / 210
sky130_fd_sc_hd__o22ai_1: 2 / 12.5
sky130_fd_sc_hd__buf_4: 2 / 15.0
sky130_fd_sc_hd__o21ai_1: 3 / 15.0
sky130_fd_sc_hd__nor3_1: 2 / 10.0
sky130_fd_sc_hd__o22a_1: 2 / 17.5
sky130_fd_sc_hd__clkbuf_1: 45 / 169
sky130_fd_sc_hd__o21ai_0: 14 / 70.1
sky130_fd_sc_hd__o21a_1: 3 / 22.5
sky130_fd_sc_hd__a221oi_1: 17 / 149
==> per-layer routing <==
metal  vias to the layer above  global-route usage [%]  share of wire, %
li1                       4851                       -                 -
met1                      4592                    21.0                50
met2                       148                    20.0                43
met3                        44                    2.83               4.8
met4                         0                    2.85               2.2
met5                         -                       0                 0
==> cells by family (layout without fill, tap and decap cells) <==
family | after synthesis | after routing | synth area share (%)
XOR/XNOR | 4 | 4 | 0.240
AND-OR/OR-AND | 176 | 176 | 8.88
adder cells (fa/ha/maj) | 53 | 53 | 5.98
flip-flops | 318 | 318 | 44.7
buffers and inverters | 122 | 139 | 3.76
multiplexers | 304 | 304 | 21.1
AND/OR/NAND/NOR | 399 | 399 | 15.3
==> report_power, final <==
| part | switching (mW) | leakage (nW) | internal, mW |
|---|---|---|---|
| Clock | 0.244 | 0.559 | 0.367 |
| Sequential | 0.00297 | 2.58 | 0.621 |
| Combinational | 0.0194 | 2.16 | 0.0197 |
==> cell type report <==
type | instances | share of cell area (%)
multi-input cells | 936 | 45.3
flip-flops and latches | 318 | 39.2
clock buffers | 59 | 6.65
well taps | 615 | 4.62
repair buffers | 65 | 3.84
inverters | 11 | 0.248
clock inverters | 4 | 0.165
==> worst paths after layout <==
path | start | to | slack [ns]
worst min register to register | state[5] | state[1] | 0.43
worst max-delay path | cnt[0] | r_sum_i[15] | 12.41
worst max register to register | cnt[0] | r_sum_i[15] | 12.41
worst min-delay path | state[5] | state[1] | 0.43
==> worst max-delay path, cell delays in order, from the launching register on <==
cell	delay, ns
sky130_fd_sc_hd__dfxtp_1	0.43
sky130_fd_sc_hd__ha_2	0.40
sky130_fd_sc_hd__buf_4	0.58
sky130_fd_sc_hd__nor3_2	0.10
sky130_fd_sc_hd__buf_4	0.20
sky130_fd_sc_hd__a211oi_1	0.22
sky130_fd_sc_hd__a211oi_1	0.08
sky130_fd_sc_hd__o32a_1	0.33
sky130_fd_sc_hd__ha_1	0.20
sky130_fd_sc_hd__fa_1	0.42
sky130_fd_sc_hd__fa_1	0.43
sky130_fd_sc_hd__fa_1	0.43
sky130_fd_sc_hd__fa_1	0.42
sky130_fd_sc_hd__fa_1	0.43
sky130_fd_sc_hd__fa_1	0.43
sky130_fd_sc_hd__fa_1	0.42
sky130_fd_sc_hd__fa_1	0.42
sky130_fd_sc_hd__fa_1	0.42
sky130_fd_sc_hd__fa_1	0.42
sky130_fd_sc_hd__fa_1	0.40
sky130_fd_sc_hd__ha_1	0.19
sky130_fd_sc_hd__ha_1	0.18
sky130_fd_sc_hd__ha_1	0.18
sky130_fd_sc_hd__nand2_1	0.07
sky130_fd_sc_hd__xor2_1	0.15
sky130_fd_sc_hd__nor2_1	0.05
==> metrics by stage <==
step	hold slack (ns)	worst slack [ns]
2_1_floorplan	0.406	13.25
3_3_place_gp	0.410	12.42
3_5_place_dp	0.417	12.37
4_1_cts	0.430	12.33
5_1_grt	0.461	11.98
6_report	0.430	12.41
No activity file was given, so power comes from the tool's default toggle rates.
